--- flow/config.mk ---
export PLATFORM = sky130hd
export DESIGN_NAME = key_debounce
export DESIGN_NICKNAME = key_debounce
export VERILOG_FILES = /design/flow/design.v
export SDC_FILE = /design/flow/constraint.sdc
export NUM_CORES = 4
export LEC_CHECK = 1
export CORE_UTILIZATION = 30
--- flow/constraint.sdc ---
current_design key_debounce

set clk_period 3.3
set clk_io_pct 0.2

create_clock -name clk0 -period $clk_period [get_ports {clk}]

set non_clock_inputs [all_inputs -no_clocks]
set_input_delay [expr $clk_period * $clk_io_pct] -clock clk0 $non_clock_inputs
set_output_delay [expr $clk_period * $clk_io_pct] -clock clk0 [all_outputs]
--- flow/design.v ---
module key_debounce (
    input wire clk,            
    input wire rst_n,          
    input wire key_in,         
    output reg key_neg_edge    
);
    reg key_sync_0, key_sync_1;
    reg [19:0] cnt;            
    reg key_flag;
    wire stable_low;
    always @(posedge clk or negedge rst_n) begin
        if (!rst_n) begin
            key_sync_0 <= 1'b1;
            key_sync_1 <= 1'b1;
        end else begin
            key_sync_0 <= key_in;
            key_sync_1 <= key_sync_0;
        end
    end
    assign stable_low = (cnt == 20'd1_000_000);   
    always @(posedge clk or negedge rst_n) begin
        if (!rst_n) begin
            cnt <= 20'd0;
            key_flag <= 1'b0;
        end else if (key_sync_1 == 1'b0) begin   
            if (cnt < 20'd1_000_000)
                cnt <= cnt + 1'b1;
            else
                key_flag <= 1'b1;   
        end else begin
            cnt <= 20'd0;
            key_flag <= 1'b0;
        end
    end
    reg key_flag_d;
    always @(posedge clk or negedge rst_n) begin
        if (!rst_n)
            key_flag_d <= 1'b0;
        else
            key_flag_d <= key_flag;
    end
    always @(*) begin
        key_neg_edge = (key_flag && !key_flag_d);
    end
endmodule
--- flow/run.sh ---
#!/bin/bash
# OpenROAD 26Q1-2900-gdf79404cd8, Yosys 0.63+post, stock flow scripts
make -C /OpenROAD-flow-scripts/flow DESIGN_CONFIG=/design/flow/config.mk WORK_HOME=/design/flow/orfs finish
==> impl_metrics.yaml <==
# generated from flow reports
yosys:
  netlist_area_um2: 1320
  ys_chip_area_um2: 1320
  yosysTopAreaCellShare_pct: 41.6
  ys_types: 29
  synth_async_sr_flop_share_pct: 100
  flop_cell: "dfrtp_1"
  top_cell: "dfrtp_1"
  syn_inst: 139
  yosysCellCount: 139
  common_cells: "dfrtp_1 (22), nor2_1 (16), mux2_2 (13), nor2b_1 (13), a21oi_1 (12)"
  syn_avg_cell_area_um2: 9.52
  netlist.top_cell.by_area: "dfrtp_1"
  top_cells_by_area: "dfrtp_1 (42%), mux2_2 (11%), nor2b_1 (6.1%)"
  ys_seq_elements: 24
  yosys_warnings: 1
  synth-edff-count: 0
  ys_seq_share_pct: 45.6
worst_setup_path:
  crit_path_max_incr_delay_ns: 0.45
  start_kind: "register"
  cp_top_family: "AND-OR/OR-AND gates"
  crit_type: "register to register"
  crit_required_ns: 3.46
  cp-end-kind: "register"
  crit_path_max_fanout: 14
  path_cells: "o31ai_1 > nand3_1 > a211oi_1 > mux2_2"
  cp.arrival_ns: 2.25
  path_buffers: 0
  cp_slowest_cell: "dfrtp_1"
final_timing:
  tightest_slew_ns: 0.590
  finalSetupTns_ns: 0
  rsz0062_at_grt: "false"
  hold_viol: 0
  final.min_clock_period_ns: 2.10
  slew_violations: 0
  setup_viol: 0
  slew_headroom_pct: 60.7
  max_freq_mhz: 476
  finalCritPeriodShare_pct: 63.6
  fin_skew_ns: 0.00587
pwr:
  ir_drop_mv: 0.269
  p_leak_nw: 0.628
  power_density_nw_per_um2: 360
clock_network:
  cts_sinks: 24
  cts.clk_slew.worst_paths_ns: 0.08
  ctsHoldBuffers: 0
  numCtsBuffers: 3
  cts_max_level: 1
  post-cts-setup-buffers: 0
  clockBufferDepth: 2
  worstSkewPairLatency_ns: 0.26
  cts_root_buf: "clkbuf_8"
  cts_tree: "done"
  cts-resized-gates: 0
layout:
  fin_util_pct: 35.2
  area_growth_pct: 9.55
  drive_gt1_share_pct: 15.6
floorplanning:
  chipHeight_um: 68.4
  die_w_um: 68.4
  initial_core_util_pct: 32.2
  die_area_um2: 4680
  ioPinCount: 4
  core_um2: 4120
  rows: 23
global_routing:
  antenna_found_initial: 0
  grt_pass1_vias: 890
  track_usage_pct: 11.7
  grt_first_pass_wirelength_um: 4060
  grt_max_degree: 35
  overflow: 0
routing:
  antennaDiodeCount: 0
  wl_per_cell_um: 12.7
  drc_errors: 0
  firstDrtPassIters: 4
  via_per_inst: 5.41
  vias: 1033
  antenna_left: 0
  drt_iter0_markers: 34
  drt-total-wl_um: 2430
place:
  io_buffer_count: 3
  dp.final_hpwl_um: 1600
  place_congestion: 0.817
min_path:
  hold_path.class: "register to register"
flow_run:
  openroad.warnings: 25
  maxCapViolations: 0
status:
  status: "finished clean"
[metrics by stage]
step	hold WS [ns]	instances	power, W	setup slack, ns	cell area [um2]
finish	0.360	191	0.000522	1.20	1450
floorplan	0.345	139	0.000320	1.68	1320
global route	0.363	191	0.000546	1.11	1450
global placement	0.348	187	0.000331	1.39	1400
CTS	0.363	191	0.000530	1.23	1450
detailed placement	0.348	187	0.000332	1.27	1400
[layout by cell type, fill, tap and decap left out]
cell type         n
dfrtp_1          22
nor2_1           16
nor2b_1          13
mux2_2           13
a21oi_1          12
nand3_1           9
o21ai_0           6
nand2_1           5
and3_1            4
clkbuf_8          4
nor3_1            3
o31ai_1           3
or3_1             3
a31oi_1           3
nand4_1           3
inv_1             3
clkdlybuf4s50_1   3
and4_1            2
a211oi_1          2
or4_1             2
dfstp_2           2
o21a_1            1
and2_1            1
and4_4            1
nand4_4           1
nor4_1            1
a21boi_0          1
ha_1              1
buf_4             1
[worst paths after layout]
path                       depth (start not counted)  slack, ns         end       start
hold reg to reg                                    0       0.36  key_sync_1  key_sync_0
setup / recovery                                   4       1.20     cnt[15]      cnt[6]
max in group asynchronous                          2       2.26  key_sync_0       rst_n
hold / removal                                     0       0.36  key_sync_1  key_sync_0
setup reg to reg                                   4       1.20     cnt[15]      cnt[6]
min in group asynchronous                          2       0.75     cnt[16]       rst_n
[where the power goes]
group          switching (W)  internal [W]
combinational     0.00000995    0.00000792
sequential        0.00000874      0.000299
clock              0.0000904      0.000106
total               0.000109      0.000413
[flip-flops by register name, summed over array words and instances, names as in the netlist]
signal	cells
cnt	20
key_sync_0	1
key_flag_d	1
key_flag	1
key_sync_1	1
[kinds of logic (layout without fill, tap and decap cells)]
family | Yosys count | count (layout) | synth area share [%]
flip-flops | 24 | 24 | 45.6
adder cells (fa/ha/maj) | 1 | 1 | 0.945
AND-OR/OR-AND | 28 | 28 | 12.2
AND/OR/NAND/NOR | 64 | 64 | 27.2
multiplexers | 13 | 13 | 11.1
buffers and inverters | 9 | 11 | 3.02
[final cells by class]
type / instances / area, um2
Clock buffer: 4 / 55.1
Multi-Input combinational cell: 106 / 681
Tap cell: 50 / 62.6
Fill cell: 397 / 2670
Timing Repair Buffer: 4 / 37.5
Inverter: 3 / 11.3
Sequential cell: 24 / 603
[per-layer routing]
layer / track usage (%) / wire [um] / share of wire [%] / up-vias
met4: 1.04 / 23 / 0.95 / 0
met3: 2.87 / 88 / 3.6 / 2
met1: 17.8 / 1270 / 52 / 511
li1: - / - / - / 506
met5: 0 / 0 / 0 / -
met2: 17.5 / 1050 / 43 / 14
Power and IR drop assume default switching activity.
